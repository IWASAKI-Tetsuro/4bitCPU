File: run.sh
#!/bin/bash
# OpenROAD 26Q1-2900-gdf79404cd8, Yosys 0.63+post, stock flow scripts
make -C /OpenROAD-flow-scripts/flow DESIGN_CONFIG=/design/flow/config.mk WORK_HOME=/design/flow/orfs finish
File: config.mk
export PLATFORM = sky130hd
export DESIGN_NAME = mother_board
export DESIGN_NICKNAME = mother_board
export VERILOG_FILES = /design/flow/design.v
export SDC_FILE = /design/flow/constraint.sdc
export NUM_CORES = 4
export LEC_CHECK = 1
export CORE_AREA = 10 10 84 84
export DIE_AREA = 0 0 94 94
File: constraint.sdc
current_design mother_board

set clk_period 2.7
set clk_io_pct 0.2

create_clock -name clk0 -period $clk_period [get_ports {clk}]

set non_clock_inputs [all_inputs -no_clocks]
set_input_delay [expr $clk_period * $clk_io_pct] -clock clk0 $non_clock_inputs
set_output_delay [expr $clk_period * $clk_io_pct] -clock clk0 [all_outputs]
File: design.v
module mother_board(
  input  logic       clk,
  input  logic       n_reset,
  input  logic [3:0] switch,
  output logic [3:0] led
);
  logic [3:0] addr;
  logic [7:0] data;
  cpu cpu(.clk, .n_reset, .addr, .data, .switch, .led);
  rom rom(.addr, .data);
endmodule
module top(
  input logic pin_clock,
  input logic pin_n_reset,
  input logic [3:0] pin_switch,
  output logic [7:0] pin_segment,
  output logic clk
);
 logic [23:0] count;
 logic [3:0] addr;
 logic [3:0] led;
 logic [7:0] data;
 assign pin_segment = ~(LED_MAP1(led));
  function [7:0] LED_MAP1(input [3:0] led);
    casex (led)
      4'b0000 : LED_MAP1 = 8'b11111100;
      4'b0001 : LED_MAP1 = 8'b01100000;
      4'b0010 : LED_MAP1 = 8'b11011010;
      4'b0011 : LED_MAP1 = 8'b11110010;
      4'b0100 : LED_MAP1 = 8'b01100110;
      4'b0101 : LED_MAP1 = 8'b10110110;
      4'b0110 : LED_MAP1 = 8'b10111110;
      4'b0111 : LED_MAP1 = 8'b11100000;
      4'b1000 : LED_MAP1 = 8'b11111110;
      4'b1001 : LED_MAP1 = 8'b11110110;
      4'b1010 : LED_MAP1 = 8'b11101110;
      4'b1011 : LED_MAP1 = 8'b00111110;
      4'b1100 : LED_MAP1 = 8'b00011010;
      4'b1101 : LED_MAP1 = 8'b01111010;
      4'b1110 : LED_MAP1 = 8'b10011110;
      4'b1111 : LED_MAP1 = 8'b10001110;
    endcase
  endfunction
always_ff@(posedge pin_clock or negedge pin_n_reset) begin
   if(~pin_n_reset) begin
   count[23:0] <= 0;
	clk <= 0;
    end
    else if(count == 12000000 - 1) begin
      count <= 0;
      clk <= ~clk;
    end
    else begin
    count <= count + 1;
    clk <= clk;
    end
 end   
 cpu cpu(.clk, .n_reset(pin_n_reset), .addr, .data, .switch(pin_switch), .led(led));
 rom rom(.addr, .data);
endmodule
module cpu(
  input  logic clk,
  input  logic n_reset,
  output logic [3:0] addr,
  input  logic [7:0] data,
  input  logic [3:0] switch,
  output logic [3:0] led
);
  logic [3:0] a, next_a;
  logic [3:0] b, next_b;
  logic cf, next_cf;
  logic [3:0] ip, next_ip;
  logic [3:0] out, next_out;
  logic [3:0] opecode, imm;
  assign opecode = data[7:4]; 
  assign imm     = data[3:0]; 
  assign addr    = ip;
  assign led     = out;
  always_ff @(posedge clk or negedge n_reset) begin
    if (~n_reset) begin
      a   <= 0;
      b   <= 0;
      cf  <= 0;
      ip  <= 0;
      out <= 0;
    end else begin
      a   <= next_a;
      b   <= next_b;
      cf  <= next_cf;
      ip  <= next_ip;
      out <= next_out;
    end
  end
  always_comb begin
  next_a   = a; 
  next_b   = b;
  next_cf  = 0;
  next_ip  = ip + 1; 
  next_out = out;
  unique case (opecode)
		4'b0000: begin  
		 ;
		end
      4'b0001: begin  
			{next_cf, next_a} = a + imm;
		end		
		4'b0010: begin  
			next_a   = b;
		end	
		4'b0011: begin  
			next_a   = switch;
		end
		4'b0100: begin  
			next_a   = imm;
		end
		4'b0101: begin  
			{next_cf, next_b} = b + imm;
		end
      4'b0110: begin  
			next_b   = a;
		end		
		4'b0111: begin  
			next_b   = switch;
		end	
		4'b1000: begin  
			next_b   = imm;
		end
		4'b1001: begin  
			next_out = a;
		end
		4'b1010: begin  
			next_out = b;
		end
		4'b1011: begin  
			next_out = imm;
		end
		4'b1100: begin  
			{next_cf, next_a} = a + b;
		end
		4'b1100: begin  
			{next_cf, next_b} = a + b;
		end
		4'b1110: begin  
			next_ip  = (cf ? ip + 1 : imm);
		end
		4'b1111: begin  
			next_ip  = imm;
		end
		default: ;
    endcase
  end
endmodule
module rom(
  input  logic [3:0] addr,
  output logic [7:0] data
);
  always_comb begin
      case (addr)  
      4'b0000: data = 8'b1011_1100;
      4'b0001: data = 8'b0100_0011;
      4'b0010: data = 8'b1001_0000;
      4'b0011: data = 8'b1000_0110;
      4'b0100: data = 8'b1010_0000;
      4'b0101: data = 8'b0001_1100;
      4'b0110: data = 8'b1001_0000;
		default: data = 8'b0000_0000;
    endcase
  end
endmodule
==> impl_metrics.yaml <==
# implementation run metrics
sta:
  slew_headroom_pct: 48.3
  final.setup.tns_ns: 0
  min_period_over_period_pct: 85.7
  min_period_ns: 2.31
  final_hold_viol_count: 0
  worst_slack_ns: 0.387
  rsz0062_at_grt: "no"
  clock_skew_ns: 0.00271
  worstMarginPinSlew_ns: 0.773
  fmax_ghz: 0.432
  setup_viol: 0
  slew_violations: 0
routing:
  drtIter0Drc: 80
  vias: 762
  drc: 0
  wirelength_um: 2050
  antenna_left: 0
  vias_per_cell: 4.10
  antenna_cells: 0
  dr.pass1.iters: 4
  avgRoutedWirePerCell_um: 11.0
worst_hold_path:
  worstHoldPathType: "flip-flop to flip-flop"
yosys:
  ys_cells: 110
  netlist_top_cells_area: "dfrtp_1, ha_1, a21oi_1"
  syn_inst: 110
  ys_sh_xor_pct: 3.21
  synthesis.area_um2: 1090
  syn_avg_cell_area_um2: 9.91
  ys_seq_share_pct: 36.7
  ys.flop_type: "dfrtp_1"
  yosys-top-cells-count: "dfrtp_1, ha_1, a21oi_1"
  synth-edff-count: 0
  ys.flops: 16
  yosysWarningCount: 2
  synth.logic.top_family: "simple AND/OR/NAND/NOR gates"
  top_area_cell: "dfrtp_1"
  ys_types: 39
  synthArstFlopShare_pct: 100
  yosys.area_share.simple_pct: 21.6
  synthAdderAreaFrac_pct: 17.5
  ys_sh_mux_pct: 0.918
  top_area_share_pct: 36.7
  compound_area_share_pct: 15.5
  top_cell: "dfrtp_1"
  yosys-stat-area_um2: 1090
power_and_ir_drop:
  combPwrFrac_pct: 1.3
  seqPwrFrac_pct: 51.8
  power.internal_w: 0.000370
  power_leakage_nw: 0.501
  netSwitchingFraction_pct: 20.0
  netSwitchingPower_w: 0.0000924
  totalPowerFinal_w: 0.000463
  peakVddDrop_v: 0.000122
  pwr-share-clk_pct: 46.9
  powerDensity_nw_per_um2: 368
placement:
  post-place-ws_ns: 0.421
  hpwl_um: 1520
  finalWeightedCongestion: 0.764
  numPortBuffers: 5
clocking:
  postCtsSetupBuffers: 0
  ctsLongestPathBuffers: 2
  cts_made_buffers: 3
  cts_tree: "yes"
  ctsResizeCount: 0
  htree_levels: 1
  clock_sinks: 16
  cts_root_buf: "clkbuf_8"
  path_clk_slew_ns: 0.07
  cts_hold_buf: 0
  clkLatencyLatePin_ns: 0.25
worst_setup_path:
  cp-startpoint: "cpu.ip[1]"
  worst-r2r-cell-count: 10
  cp.depth: 10
  cp.arrival_ns: 2.49
  path_delay_family: "adder cells"
  path_cells: "inv_1, ha_1, mux2i_1, nor2_1, a21o_1, ha_1, a21oi_1, a21oi_1, or3_1, a21oi_1"
  r2r-start: "cpu.ip[1]"
  worst_path_most_repeated_cell: "a21oi_1"
  endpoint_kind: "flip-flop"
  critPathMaxStageDelay_ns: 0.39
  path_class: "flip-flop to flip-flop"
  cpMaxStageDelayCell: "dfrtp_1"
  cp_num_buf_inv: 1
  crit_path_start_kind: "flip-flop"
  crit_fanout: 13
  r2r_slack_ns: 0.39
  cp.required_ns: 2.88
  reg2reg_to: "cpu.a[3]"
  critical_path.endpoint: "cpu.a[3]"
grt:
  antenna_found_initial: 0
  grt_usage_pct: 4.86
  grt_first_pass_wirelength_um: 3530
  grt_pass1_vias: 752
  grt_max_degree: 17
  grt.overflow.total: 0
final_layout:
  drive_gt1_share_pct: 7.76
  area_growth_syn_to_layout_pct: 15.5
  nFillCells: 558
die:
  die_w_um: 94
  pin_count: 10
  rows: 26
  die_y_um: 94
  chipArea_um2: 8840
  floorplan.core_util_pct: 20.9
  core_um2: 5200
job:
  cap_violations: 0
  warning_count: 34
status:
  status: "finished, final reports clean"
## placed cells by master, fill, tap and decap left out, types with 3 or more instances in the layout
| cell type | netlist | final |
|---|---|---|
| dfrtp_1 | 16 | 16 |
| clkbuf_8 | 0 | 4 |
| a21oi_1 | 10 | 10 |
| clkdlybuf4s50_1 | 0 | 5 |
| ha_1 | 12 | 12 |
| nor2_1 | 6 | 6 |
| nand2b_1 | 4 | 4 |
| a22oi_1 | 3 | 3 |
| o21ai_0 | 4 | 4 |
| inv_1 | 7 | 7 |
| nand2_1 | 7 | 7 |
| and2_1 | 3 | 3 |
## logic make-up (layout without fill, tap and decap cells)
group,count (synthesis),count (layout)
compound gates,27,27
xor+xnor,4,4
fa+ha+maj,14,14
buf+inv,10,16
flops,16,16
mux,1,1
simple gates,38,38
## power groups by stage
stage | combinational (W) | clock [W] | sequential (W)
4_1_cts | 0.00000683 | 0.000223 | 0.000240
5_1_grt | 0.00000739 | 0.000235 | 0.000239
6_report | 0.00000612 | 0.000217 | 0.000240
## how the worst min path moves through the flow
stage	from	end	slack, ns	depth (start not counted)
final	cpu.ip[0]	cpu.ip[0]	0.51	1
after global routing	cpu.b[2]	cpu.b[2]	0.55	1
after CTS	cpu.ip[0]	cpu.ip[0]	0.52	1
## per-stage QoR
| stage | utilization (%) | cells | cell area, um^2 | hold slack, ns |
|---|---|---|---|---|
| 3_3_place_gp | 23.1 | 182 | 1200 | 0.506 |
| 6_report | 24.2 | 186 | 1260 | 0.515 |
| 3_5_place_dp | 23.1 | 182 | 1200 | 0.506 |
| 5_1_grt | 24.2 | 186 | 1260 | 0.555 |
| 2_1_floorplan | - | 110 | 1090 | 0.244 |
| 4_1_cts | 24.2 | 186 | 1260 | 0.522 |
## routing by layer
layer / track usage [%] / up-vias / share of wire (%)
li1: - / 399 / -
met1: 6.61 / 353 / 52
met2: 7.43 / 8 / 42
met3: 1.70 / 2 / 4.7
met4: 0.759 / 0 / 0.88
met5: 0 / - / 0
## layout make-up
cell class                      count  area [um^2]  area share [%]
Sequential cell                    16          400            31.8
Timing Repair Buffer                5         50.0            3.98
Multi-Input combinational cell     84          639            50.8
Inverter                            7         26.3            2.09
Clock buffer                        4         55.1            4.37
Tap cell                           70         87.6            6.96
## flip-flops by register name, summed over array words and instances, names as in the netlist
signal and flops:
cpu.b 4, cpu.ip 4, cpu.out 4, cpu.a 4
Power figures rest on the tool's default switching activity, not on a simulated workload.
