File: flow/config.mk
export PLATFORM = sky130hd
export DESIGN_NAME = top
export DESIGN_NICKNAME = top
export VERILOG_FILES = /design/flow/design.v
export SDC_FILE = /design/flow/constraint.sdc
export NUM_CORES = 4
export LEC_CHECK = 1
export CORE_UTILIZATION = 30
File: flow/constraint.sdc
current_design top

set clk_period 3.4
set clk_io_pct 0.2

create_clock -name clk0 -period $clk_period [get_ports {pin_clock}]

set non_clock_inputs [all_inputs -no_clocks]
set_input_delay [expr $clk_period * $clk_io_pct] -clock clk0 $non_clock_inputs
set_output_delay [expr $clk_period * $clk_io_pct] -clock clk0 [all_outputs]
File: flow/design.v
module top(
  input logic pin_clock,
  input logic pin_n_reset,
  input logic [3:0] pin_switch,
  output logic [7:0] pin_segment,
  output logic clk
);
 logic [23:0] count;
 logic [3:0] addr;
 logic [3:0] led;
 logic [7:0] data;
 assign pin_segment = ~(LED_MAP1(led));
  function [7:0] LED_MAP1(input [3:0] led);
    casex (led)
      4'b0000 : LED_MAP1 = 8'b11111100;
      4'b0001 : LED_MAP1 = 8'b01100000;
      4'b0010 : LED_MAP1 = 8'b11011010;
      4'b0011 : LED_MAP1 = 8'b11110010;
      4'b0100 : LED_MAP1 = 8'b01100110;
      4'b0101 : LED_MAP1 = 8'b10110110;
      4'b0110 : LED_MAP1 = 8'b10111110;
      4'b0111 : LED_MAP1 = 8'b11100000;
      4'b1000 : LED_MAP1 = 8'b11111110;
      4'b1001 : LED_MAP1 = 8'b11110110;
      4'b1010 : LED_MAP1 = 8'b11101110;
      4'b1011 : LED_MAP1 = 8'b00111110;
      4'b1100 : LED_MAP1 = 8'b00011010;
      4'b1101 : LED_MAP1 = 8'b01111010;
      4'b1110 : LED_MAP1 = 8'b10011110;
      4'b1111 : LED_MAP1 = 8'b10001110;
    endcase
  endfunction
always_ff@(posedge pin_clock or negedge pin_n_reset) begin
   if(~pin_n_reset) begin
   count[23:0] <= 0;
	clk <= 0;
    end
    else if(count == 12000000 - 1) begin
      count <= 0;
      clk <= ~clk;
    end
    else begin
    count <= count + 1;
    clk <= clk;
    end
 end   
 cpu cpu(.clk, .n_reset(pin_n_reset), .addr, .data, .switch(pin_switch), .led(led));
 rom rom(.addr, .data);
endmodule
module cpu(
  input  logic clk,
  input  logic n_reset,
  output logic [3:0] addr,
  input  logic [7:0] data,
  input  logic [3:0] switch,
  output logic [3:0] led
);
  logic [3:0] a, next_a;
  logic [3:0] b, next_b;
  logic cf, next_cf;
  logic [3:0] ip, next_ip;
  logic [3:0] out, next_out;
  logic [3:0] opecode, imm;
  assign opecode = data[7:4]; 
  assign imm     = data[3:0]; 
  assign addr    = ip;
  assign led     = out;
  always_ff @(posedge clk or negedge n_reset) begin
    if (~n_reset) begin
      a   <= 0;
      b   <= 0;
      cf  <= 0;
      ip  <= 0;
      out <= 0;
    end else begin
      a   <= next_a;
      b   <= next_b;
      cf  <= next_cf;
      ip  <= next_ip;
      out <= next_out;
    end
  end
  always_comb begin
  next_a   = a; 
  next_b   = b;
  next_cf  = 0;
  next_ip  = ip + 1; 
  next_out = out;
  unique case (opecode)
		4'b0000: begin  
		 ;
		end
      4'b0001: begin  
			{next_cf, next_a} = a + imm;
		end		
		4'b0010: begin  
			next_a   = b;
		end	
		4'b0011: begin  
			next_a   = switch;
		end
		4'b0100: begin  
			next_a   = imm;
		end
		4'b0101: begin  
			{next_cf, next_b} = b + imm;
		end
      4'b0110: begin  
			next_b   = a;
		end		
		4'b0111: begin  
			next_b   = switch;
		end	
		4'b1000: begin  
			next_b   = imm;
		end
		4'b1001: begin  
			next_out = a;
		end
		4'b1010: begin  
			next_out = b;
		end
		4'b1011: begin  
			next_out = imm;
		end
		4'b1100: begin  
			{next_cf, next_a} = a + b;
		end
		4'b1100: begin  
			{next_cf, next_b} = a + b;
		end
		4'b1110: begin  
			next_ip  = (cf ? ip + 1 : imm);
		end
		4'b1111: begin  
			next_ip  = imm;
		end
		default: ;
    endcase
  end
endmodule
module rom(
  input  logic [3:0] addr,
  output logic [7:0] data
);
  always_comb begin
      case (addr)  
      4'b0000: data = 8'b1011_1100;
      4'b0001: data = 8'b0100_0011;
      4'b0010: data = 8'b1001_0000;
      4'b0011: data = 8'b1000_0110;
      4'b0100: data = 8'b1010_0000;
      4'b0101: data = 8'b0001_1100;
      4'b0110: data = 8'b1001_0000;
		default: data = 8'b0000_0000;
    endcase
  end
endmodule
File: flow/run.sh
#!/bin/bash
# OpenROAD 26Q1-2900-gdf79404cd8, Yosys 0.63+post, stock flow scripts
make -C /OpenROAD-flow-scripts/flow DESIGN_CONFIG=/design/flow/config.mk WORK_HOME=/design/flow/orfs finish
==> out/qor.csv <==
metric,value,unit
status,completed,
logic area,1386,um2
hold slack,0.4747,ns
antenna diode count,0,
register area,1026,um2
met1 usage,17.50,%
critical path class,flip-flop to output pin,
total track usage,10.83,%
worst IR drop on VDD,0.1526,mV
Buf/Inv on CP,1,
Final setup viols,0,
critical-path cell list,clkdlybuf4s50_1,
first-pass iteration count of the detailed router,4,
TritonCTS Buffers,3,
CTS Hold Buffers Added,0,
relative slew slack,49.18,%
DRC Markers,0,
FP Util,31.74,%
Crit Reg-Reg Endpoint,clk,
Critical-path top delay cell,dfrtp_1,
Rows,32,
Hold WC Path Type,primary input to asynchronous set/reset pin,
Vias,1755,
Peak Freq,450.5,MHz
setup repair bufs after CTS,0,
cell family with most CP delay,flip-flops,
Critical Path AT,1.54,ns
Die Area,8715,um2
cell type with the largest total area,dfrtp_1,
Synth Flop Type,dfrtp_1,
Latency at later pin,0.26,ns
yosys stat cell total,264,
Final HPWL DP,3036,um
top cells by instance count after synthesis,"dfrtp_1, nor2_1, nand2_1",
Tcrit/Tclk final,65.29,%
Tmin final,2.220,ns
vias in the first global route,1681,
number of enable flip-flop cells,0,
routability cong.,0.8191,
CTS H-tree depth,1,
endpoint class of the critical path,output pin,
CTS tree,built,
max cap viols,0,
WL/cell,11.29,um
yosys warns,3,
number of routed nets with antenna violations,0,
ys flops,41,
die span in y,93.36,um
Clock Skew,0.005156,ns
"Slew Viols, Final",0,
first-pass GRT wire length,7686,um
port bufs,9,
CTS resizes,0,
Crit Path Max Fanout,18,
Yosys Chip Area,2504,um2
Root Buffer,clkbuf_8,
Synth area leaders,"dfrtp_1, ha_1, nor2_1, xnor2_1, xor2_1",
reg-to-reg setup timing slack,1.38,ns
Log Warnings,38,
clk buf depth,2,
met3 GRT Util,0.8271,%
synth unique cells,46,
Filler Cells Inserted,812,
register share after synthesis,40.98,%
endpoints left unconstrained,23,
largest net degree at the start of global routing,42,
initial DRC count,52,
busiest layer in global routing,met1,
endpoints failing hold,0,
Setup TNS,0,ns
critical path launch point type,flip-flop,
"Avg Cell Area, Syn",9.484,um2
r2r startpoint,count[8],
Netlist Area Pre-Place,2504,um2
R2R depth,5,
count of unclocked register or latch pins,16,
DIE WIDTH,93.36,um
CP peak stage delay,0.71,ns
final WL,4177,um
vias per inst,4.743,
asr flop ratio synth,100.0,%
fraction of layout cells with a size suffix above 1,4.478,%
I/O pins,15,
initial antenna violation count,0,
Leak,1.223,nW
Area leader share,40.98,%
post-synthesis to final-layout area growth,8.596,%
Worst-path clk slew,0.09,ns
Power Dens Cells,176.9,nW/um2
Yosys top cell by instances,dfrtp_1,
RSZ-0062 raised after global routing,no,
Critical Path RT,2.72,ns
CORE AREA,7888,um2
Tightest Pin Transition,0.7565,ns
Synth Instances,264,
grt total ovfl,0,
met2 GRT Util,16.97,%
power breakdown:
part,internal [W],switching (W)
Clock,0.0000837,0.0000901
Combinational,0.00000116,0.00000921
Sequential,0.000297,0
Total,0.000382,0.0000993
layer usage:
| layer | up-vias | wire length, um |
|---|---|---|
| met5 | - | 0 |
| met4 | 0 | 12 |
| met3 | 2 | 105 |
| met2 | 21 | 1793 |
| met1 | 821 | 2266 |
| li1 | 911 | - |
cell families after synthesis:
group | Yosys count | share of synthesized area [%]
and+or+nand+nor | 111 | 23.09
DFF | 41 | 40.98
AOI/OAI and AO/OA | 40 | 9.795
xor gates and xnor gates | 24 | 8.396
buffers and inverters | 21 | 3.648
adders and majority gates | 20 | 10.49
muxes | 6 | 3.448
other | 1 | 0.1498
worst max path at each step:
stage	slack (ns)	to	from	depth (start not counted)
CTS	1.13	clk	clk	1
finish	1.18	clk	clk	1
global route	1.06	clk	clk	1
layout by cell type, fill, tap and decap left out, types with 5 or more instances in the layout:
cell type and count:
dfrtp_1 41, inv_1 11, nor2b_1 9, ha_1 17
nor3_1 11, nand3_1 8, o21ai_0 13, a31oi_1 5
a21oi_1 9, xnor2_1 12, nand4_1 5, xor2_1 12
and2_1 6, nand2_1 23, clkdlybuf4s50_1 8, nor2_1 30
registers in the layout, summed over array words and instances (netlist names):
name,flops
clk,1
count,24
cpu.ip,4
cpu.a,4
cpu.out,4
cpu.b,4
per-stage QoR:
| stage | cell area [um2] | utilization (%) | worst slack, ns | cells | power, W |
|---|---|---|---|---|---|
| 3_5_place_dp | 2674 | 33.90 | 1.378 | 366 | 0.0003142 |
| 4_1_cts | 2719 | 34.47 | 1.135 | 370 | 0.0004891 |
| 3_3_place_gp | 2674 | 33.90 | 1.389 | 366 | 0.0003141 |
| 6_report | 2719 | 34.47 | 1.180 | 370 | 0.0004810 |
| 2_1_floorplan | 2504 | - | 1.610 | 264 | 0.0003037 |
| 5_1_grt | 2719 | 34.47 | 1.064 | 370 | 0.0004988 |
worst register-to-register path, stage by stage (launching register included):
cell	delay [ns]
dfrtp_1	0.46
or4_4	0.57
nor4_4	0.35
nand2_2	0.12
nor2_4	0.27
xor2_1	0.17
cell type report:
cell class                      instances  area share, %
Multi-Input combinational cell        202          50.99
Clock buffer                            4          1.657
Tap cell                              102          4.694
Timing Repair Buffer                   10          3.405
Sequential cell                        41          37.74
Inverter                               11          1.519
Power is estimated from default activity; no workload was simulated.
