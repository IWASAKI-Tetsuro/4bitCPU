==> /design/flow/config.mk <==
export PLATFORM = sky130hd
export DESIGN_NAME = prescaler
export DESIGN_NICKNAME = prescaler
export VERILOG_FILES = /design/flow/design.v
export SDC_FILE = /design/flow/constraint.sdc
export NUM_CORES = 4
export LEC_CHECK = 1
export CORE_AREA = 10 10 95 95
export DIE_AREA = 0 0 105 105
==> /design/flow/constraint.sdc <==
current_design prescaler

set clk_period 5.5
set clk_io_pct 0.2

create_clock -name clk0 -period $clk_period [get_ports {quick_clock}]

set non_clock_inputs [all_inputs -no_clocks]
set_input_delay [expr $clk_period * $clk_io_pct] -clock clk0 $non_clock_inputs
set_output_delay [expr $clk_period * $clk_io_pct] -clock clk0 [all_outputs]
==> /design/flow/design.v <==
module prescaler #(parameter RATIO = 2) (
  input  logic quick_clock,
  output logic slow_clock
);
  logic [31:0] counter, next_counter;
  logic inv;
  assign inv = (counter == (RATIO/2 - 1));
  assign next_counter = inv ? 32'd0 : counter + 32'd1;
  always_ff @(posedge quick_clock) counter <= next_counter;
  logic next_slow_clock;
  assign next_slow_clock = inv ? ~slow_clock : slow_clock;
  always_ff @(posedge quick_clock) slow_clock <= next_slow_clock;
endmodule
==> /design/flow/run.sh <==
#!/bin/bash
# OpenROAD 26Q1-2900-gdf79404cd8, Yosys 0.63+post, stock flow scripts
make -C /OpenROAD-flow-scripts/flow DESIGN_CONFIG=/design/flow/config.mk WORK_HOME=/design/flow/orfs finish
==> Slide: Implementation Results <==
Flow Results at a Glance

Synthesis
  – Synth top cells by count: 32 x sky130_fd_sc_hd__dfxtp_1, 26 x sky130_fd_sc_hd__xnor2_1, 17 x sky130_fd_sc_hd__nand4_1
  – Synth area leader: sky130_fd_sc_hd__dfxtp_1
  – Mapped Area: 1450 um2
  – Number of enable flip-flop cells: 1
  – Leading cell type by number of instances after synthesis: sky130_fd_sc_hd__dfxtp_1
  – Area figure in the yosys stat output: 1450 um2
  – Post-synthesis area per instance: 9.97 um2
  – Area share of the largest cell type after synthesis: 0.443
  – Post-Synthesis Cells: 145
  – Tally of unique sky130hd cells used after synthesis: 26
  – Ranking of synthesized cells by area: sky130_fd_sc_hd__dfxtp_1 44%, sky130_fd_sc_hd__xnor2_1 16%, sky130_fd_sc_hd__nand4_1 7.4%
  – Main flop type: sky130_fd_sc_hd__dfxtp_1
  – Register area share after synthesis: 0.464
  – Post-synth ARST share: 0
  – Cell count in the Yosys report: 145
  – Total of warnings raised by yosys: 1
  – Ys flops: 33

Critical path
  – Worst endpoint required time: 4400 ps
  – Start of the worst register-to-register path: counter[7]
  – Slowest Stage Delay on Critical Path: 460 ps
  – Critical Path End Type: output port
  – Cell count along the critical path: 1
  – Chain of cells forming the critical path: clkdlybuf4s50_1
  – Worst R2R Path Depth: 4
  – Total buffers and inverters traversed by the critical path: 1
  – Highest-delay cell along the critical path: sky130_fd_sc_hd__clkdlybuf4s50_1
  – Startpoint type of the worst setup path: flop
  – Crit path capture: slow_clock
  – Biggest fanout along the worst timing path: 2
  – Worst setup path category: reg2out
  – Worst Path Arrival: 1090 ps
  – Start point of the critical path: slow_clock
  – Worst r2r dst: counter[29]
  – Kind of cell adding the most delay to the critical path: buffers and inverters
  – Register-to-Register Setup Slack: 3820 ps

Global route
  – Total routing resource utilization after global routing: 0.0448
  – Number of global-route vias before repair: 918
  – Global route hottest layer: met2
  – Global-route track usage on met2: 0.0672
  – GR Util met3: 0.0149
  – Number of antenna violations at the first check in global routing: 0
  – Pin count of the biggest net entering global routing: 17
  – Global routing usage on met1: 0.0622
  – Grt total ovfl: 0
  – Wire length of the first global-routing pass: 4270 um

Floorplanning
  – Floorplan-stage core utilization: 0.209
  – Placement row count: 30
  – Area of the placeable core: 6910 um2
  – Y dimension of the die: 105 um
  – Die outline area: 11,000 um2
  – Number of primary I/O pins: 2
  – X dimension of the die: 105 um

Detailed routing
  – Via density per instance: 4.06
  – WL final: 2440 um
  – Post-detailed-route count of antenna-violating nets: 0
  – DRC violation total after the first TritonRoute iteration: 82
  – First-pass iteration count of the detailed router: 4
  – Count of inserted antenna diode cells: 0
  – Routed length per placed instance: 9.87 um
  – Post-route DRC: 0
  – Via count of the routed design: 1,004

Clock network
  – Clock buffer depth: 2
  – CTS tree: done
  – Number of clock buffers inserted by TritonCTS: 5
  – Clk Latency, worst-skew pair: 280 ps
  – Post-cts repair resize count: 0
  – Clock Pin Slew Worst Setup and Hold Paths: 70 ps
  – Clock sink count: 33
  – H-tree depth: 2
  – Post-CTS setup buffer count: 0
  – Hold-fix buffers at CTS: 0
  – Root Buffer Master: sky130_fd_sc_hd__clkbuf_8

Pwr
  – Maximum vdd drop: 169 uV
  – Relative contribution of combinational cells to total power: 0
  – Leak: 0.520 nW
  – Register share of total power: 0.545
  – Share of total power consumed by net switching: 0.198
  – Clock Power Share: 0.455
  – Ratio of total power to cell area: 266 nW/um2
  – Internal: 0.000353 W
  – Switching power of the nets: 0.0000872 W

Final layout
  – Final cell count without fillers: 247
  – Logic area: 724 um2
  – Syn-to-layout area delta: 14.4%
  – Tally of filler cells in the layout: 766
  – Share of cells above drive strength 1: 0.0993
  – Sequential Area: 671 um2

Status
  – Status: completed

Place
  – Final weighted congestion in routability-driven placement: 0.784
  – Number of port buffers: 1
  – DP Cell Count: 239
  – Detailed Place HPWL: 1670 um

Timing
  – Actual slew at the worst max-slew pin: 555 ps
  – Relative max-transition margin: 0.630
  – Final setup violation count: 0
  – Setup_tns: 0 ps
  – Final Critical Period: 2190 ps
  – Post-route clock skew: 2.86 ps
  – Final period utilization: 0.398
  – Final hold violations: 0
  – RSZ-0062 raised after global routing: no
  – Final tally of max-slew violations: 0
  – Peak clock frequency supported by timing: 0.457 GHz

Hold path
  – Worst hold-check path type: reg2reg
  – Worst hold stages: 1

Job
  – Count of max-cap constraint violations: 0
  – Log Warnings: 26
[area by class of cell]
class | count | area share
sequential | 33 | 0.406
timing repair buffer | 2 | 0.0106
clock buffer | 7 | 0.0583
tap | 96 | 0.0727
clock inverter | 1 | 0.00303
inverter | 5 | 0.0114
multi-input combinational | 103 | 0.438
[cells by family (layout without fill, tap and decap cells)]
kind of cell / after synthesis / after routing / synth area share
buffers and inverters: 9 / 15 / 0.0346
and+or+nand+nor: 71 / 71 / 0.302
xor gates and xnor gates: 30 / 30 / 0.182
DFF: 33 / 33 / 0.464
adders and majority gates: 2 / 2 / 0.0173
[per-layer routing]
layer	up-vias	routed length (um)
met5	-	0
met4	0	48
met3	5	85
met2	6	1050
met1	461	1260
li1	532	-
[power by group through the flow]
stage     clock (W)  combinational (W)  sequential (W)
4_1_cts    0.000206     0.000000000197        0.000240
5_1_grt    0.000216     0.000000000197        0.000240
6_report   0.000200     0.000000000197        0.000240
[per-stage QoR]
stage	hold slack (ps)	total power, W	setup slack (ps)	utilization	instance area, um2
after global placement	457	0.000245	3610	0.225	1550
final	471	0.000440	3310	0.239	1650
after global routing	474	0.000456	3250	0.239	1650
after floorplan	435	0.000245	4070	-	1450
after CTS	470	0.000446	3290	0.239	1650
after detailed placement	458	0.000245	3610	0.225	1550
[registers in the layout, indices dropped and copies added, names as in the netlist]
signal	flops
counter	32
slow_clock	1
[layout by cell type (no fill, tap or decap)]
cell                              netlist  layout
sky130_fd_sc_hd__nor4_4                 1       1
sky130_fd_sc_hd__xor2_1                 4       4
sky130_fd_sc_hd__nor2_2                 1       1
sky130_fd_sc_hd__nand4_4                1       1
sky130_fd_sc_hd__clkbuf_8               0       7
sky130_fd_sc_hd__or2_1                  1       1
sky130_fd_sc_hd__and2_1                 2       2
sky130_fd_sc_hd__nand2_1                6       6
sky130_fd_sc_hd__nand3_1               13      13
sky130_fd_sc_hd__nor3_1                 3       3
sky130_fd_sc_hd__nand4_1               17      17
sky130_fd_sc_hd__and4_2                 1       1
sky130_fd_sc_hd__and3_2                 1       1
sky130_fd_sc_hd__nor2b_1                1       1
sky130_fd_sc_hd__clkinv_2               0       1
sky130_fd_sc_hd__inv_1                  5       5
sky130_fd_sc_hd__nor2_1                 6       6
sky130_fd_sc_hd__ha_1                   2       2
sky130_fd_sc_hd__xnor2_1               26      26
sky130_fd_sc_hd__buf_4                  0       1
sky130_fd_sc_hd__nor4_1                 9       9
sky130_fd_sc_hd__nor4b_1                1       1
sky130_fd_sc_hd__edfxtp_1               1       1
sky130_fd_sc_hd__clkdlybuf4s50_1        0       1
sky130_fd_sc_hd__and4_4                 1       1
sky130_fd_sc_hd__dfxtp_1               32      32
sky130_fd_sc_hd__and3_1                 6       6
[how the worst min path moves through the flow]
stage,from,end,slack [ps]
CTS,counter[31],counter[31],470
global route,counter[31],counter[31],470
finish,counter[31],counter[31],470
Power figures rest on the tool's default switching activity, not on a simulated workload.
